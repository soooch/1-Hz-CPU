File: ./config.mk
export PLATFORM = sky130hd
export DESIGN_NAME = line_adapter
export DESIGN_NICKNAME = line_adapter
export VERILOG_FILES = /design/flow/design.v
export SDC_FILE = /design/flow/constraint.sdc
export NUM_CORES = 4
export LEC_CHECK = 1
export CORE_AREA = 10 10 252 252
export DIE_AREA = 0 0 262 262
File: ./constraint.sdc
current_design line_adapter

set clk_period 1.9
set clk_io_pct 0.2

create_clock -name clk0 -period $clk_period

set non_clock_inputs [all_inputs -no_clocks]
set_input_delay [expr $clk_period * $clk_io_pct] -clock clk0 $non_clock_inputs
set_output_delay [expr $clk_period * $clk_io_pct] -clock clk0 [all_outputs]
File: ./design.v
package pcmux;
typedef enum bit [1:0] {
    pc_plus4  = 2'b00
    ,alu_out  = 2'b01
    ,alu_mod2 = 2'b10
} pcmux_sel_t;
endpackage
package marmux;
typedef enum bit {
    pc_out = 1'b0
    ,alu_out = 1'b1
} marmux_sel_t;
endpackage
package cmpmux;
typedef enum bit {
    rs2_out = 1'b0
    ,i_imm = 1'b1
} cmpmux_sel_t;
endpackage
package alumux;
typedef enum bit {
    rs1_out = 1'b0
    ,pc_out = 1'b1
} alumux1_sel_t;
typedef enum bit [2:0] {
    i_imm    = 3'b000
    ,u_imm   = 3'b001
    ,b_imm   = 3'b010
    ,s_imm   = 3'b011
    ,j_imm   = 3'b100
    ,rs2_out = 3'b101
} alumux2_sel_t;
endpackage
package regfilemux;
typedef enum bit [3:0] {
    alu_out   = 4'b0000
    ,br_en    = 4'b0001
    ,u_imm    = 4'b0010
    ,lw       = 4'b0011
    ,pc_plus4 = 4'b0100
    ,lb        = 4'b0101
    ,lbu       = 4'b0110   
    ,lh        = 4'b0111
    ,lhu       = 4'b1000   
} regfilemux_sel_t;
endpackage
interface rvfi_itf(input clk, input rst);
    logic [3:0] halt;
    logic [3:0] commit;
    logic [255:0] order;
    logic [127:0] inst;
    logic [3:0] trap;
    logic [19:0] rs1_addr;
    logic [19:0] rs2_addr;
    logic [127:0] rs1_rdata;
    logic [127:0] rs2_rdata;
    logic [19:0] rd_addr;
    logic [127:0] rd_wdata;
    logic [127:0] pc_rdata;
    logic [127:0] pc_wdata;
    logic [127:0] mem_addr;
    logic [15:0] mem_rmask;
    logic [15:0] mem_wmask;
    logic [127:0] mem_rdata;
    logic [127:0] mem_wdata;
    logic [15:0] errcode;
endinterface
module line_adapter (
  output logic [255:0] mem_wdata_line,
  input logic [255:0] mem_rdata_line,
  input logic [31:0] mem_wdata,
  output logic [31:0] mem_rdata,
  input logic [3:0] mem_byte_enable,
  output logic [31:0] mem_byte_enable_line,
  input logic [31:0] address
);
assign mem_wdata_line = {8{mem_wdata}};
assign mem_rdata = mem_rdata_line[(32*address[4:2]) +: 32];
assign mem_byte_enable_line = {28'h0, mem_byte_enable} << (address[4:2]*4);
endmodule : line_adapter
File: ./run.sh
#!/bin/bash
# OpenROAD 26Q1-2900-gdf79404cd8, Yosys 0.63+post, stock flow scripts
make -C /OpenROAD-flow-scripts/flow DESIGN_CONFIG=/design/flow/config.mk WORK_HOME=/design/flow/orfs finish
==> deck_impl_summary.md <==
Run Summary

Pwr
  • Net Switching: 0.435 mW
  • Switching Share: 0.285
  • Clock power frac: 0
  • Seq pwr share: 0
  • Combinational fraction of design power: 1.000
  • Power consumption: 1.53 mW
  • PD cells: 206 mW/mm^2
  • Internal power: 1.09 mW
  • Pleak: 2.91 nW
  • VDD IR max: 131 uV

Synth
  • Avg Inst Size Synth: 10.1 um^2
  • Yosys Instances: 419
  • Synthesized cell area: 0.00423 mm^2
  • Cell type with the largest total area: buf_4
  • Yosys stat area: 0.00423 mm^2
  • Post-synthesis sequential area ratio: 0
  • Unique cell types: 12
  • Synth Instances: 419
  • YS warnings: 0
  • Cell area leaders: buf_4 (46%), mux4_1 (27%), mux4_2 (11%), mux2_2 (8.5%), nor2_1 (2.8%)
  • Top-area cell share: 0.460

Run status
  • Failing checks: negative setup slack
  • Status: finished with violations

Final timing
  • Max Clock Freq: 467 MHz
  • Setup violations, final: 32
  • Worst slew pin tran: 0.396 ns
  • Setup WS post-layout: -0.239 ns
  • Slew headroom: 0.736
  • Crit path time final: 2.14 ns
  • Final Max Tran Viols: 0
  • Final hold viol count: 0
  • Fin crit share: 1.13
  • RSZ-0062 raised after global routing: true
  • Worst Hold Margin: 0.760 ns

Finish
  • Final core utilization: 0.129
  • Most frequent cells in the layout: clkdlybuf4s50_1 (161), dlygate4sd2_1 (111), mux4_2 (62), buf_6 (60), mux2_4 (31)
  • Fillers: 6,510
  • Number of clock buffers in the layout: 0
  • Layout Area Growth over Synthesis: 75.7%
  • Seq Cell Count: 0
  • Comb area: 0.00235 mm^2
  • Share of cells above drive strength 1: 0.473
  • Sequential Area: 0 um^2
  • Final cell count without fillers: 1,318
  • Commonest Layout Cell: clkdlybuf4s50_1

Floorplan
  • Chip width: 262 um
  • Init Core Util: 0.0732
  • Die area: 0.0686 mm^2
  • Io pins: 644
  • Core area: 0.0578 mm^2
  • Row count: 88
  • Die y size: 262 um

Min path
  • Number of stages on the worst hold path: 0
  • Worst min path class: in -> out
  • HP Start: mem_wdata[27]
  • Hold Crit Endpoint: mem_wdata_line[123]

Drt
  • DR DRC count: 0
  • Drt first pass iters: 4
  • Wire per inst: 15.8 um
  • Detail Route Antenna Nets: 0
  • Total wire length: 20,800 um
  • Vias: 3,462
  • Vias/cell: 2.63
  • Initial DRC Count: 106

GRT
  • Largest net degree at the start of global routing: 33
  • Vias in the first global route: 4,147
  • All-Layer GR Usage: 0.0578
  • First-pass GRT wire length: 28,700 um
  • Grt total ovfl: 0
  • Initial antenna violation count: 9

Critical path
  • Kind of critical path: in -> out
  • Worst Path Arrival: 1.76 ns
  • Worst EP required: 1.52 ns
  • Setup crit end kind: primary output
  • CP Launch Type: input port
  • CP max FO: 5

Placed design
  • HPWL after DPL: 17,300 um
  • Routability cong.: 0.859
  • Port Buffers: 327
  • Post-Place Cells: 1,253

Run
  • Max-Cap Viols: 0
  • Count of tool warnings: 63
## worst max path at each step
stage | depth (start not counted) | endpoint | startpoint
after CTS | 7 | mem_rdata[3] | address[2]
after global routing | 7 | mem_rdata[2] | address[2]
final | 7 | mem_rdata[0] | address[2]
## metal layers
metal  up-vias  wire (um)  global-route usage
li1       1479          -                   -
met5         -         27                   0
met4         4        624              0.0144
met1      1578       6870              0.0580
met3        67       3070              0.0299
met2       334      10200               0.104
## power by group through the flow
stage	Sequential [mW]	Combinational [mW]	Clock, mW
CTS	0	1.52	0
global route	0	1.63	0
finish	0	1.53	0.0000000716
## synthesized netlist by cell type
master	n
clkbuf_1	10
buf_6	6
buf_4	259
buf_8	1
mux4_1	44
nand2_1	5
or2_2	1
mux2_2	32
nor2_1	32
nand2b_1	6
buf_2	3
mux4_2	20
## area by class of cell
type                            instances  area share
Multi-Input combinational cell        140       0.316
Tap cell                              765       0.129
Timing Repair Buffer                  412       0.554
Antenna cell                            1    0.000337
## repair_timing
item                                    4_1_cts  5_1_grt
pin swaps                                    26        2
hold buffers                                  0        0
resized                                     452       35
endpoints found under the setup margin       64       50
gates cloned                                  3        0
setup buffers                                63        5
## per-stage QoR
step                area [um^2]  setup slack, ns  setup TNS [ns]
floorplan                  4230           0.0775               0
global placement           6600           -0.620          -25.74
detailed placement         6600           -0.609          -26.41
CTS                        7420           -0.303           -5.96
global route               7430           -0.276           -6.85
finish                     7430           -0.239           -5.39
## critical path, cell delays in order
cell and delay, ns:
buf_16 0.11, buf_12 0.12, buf_16 0.12, buf_6 0.09
mux4_2 0.50, mux2_4 0.29, buf_6 0.14
## cell families (layout without fill, tap and decap cells)
kind of cell,Yosys count,in the layout,share of synthesized area
buf+inv,279,412,0.492
mux,96,96,0.465
simple gates,44,44,0.0432
other cells,0,1,0
Power is estimated from default activity; no workload was simulated.
