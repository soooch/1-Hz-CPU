==> ./design.v <==
package pcmux;
typedef enum bit [1:0] {
    pc_plus4  = 2'b00
    ,alu_out  = 2'b01
    ,alu_mod2 = 2'b10
} pcmux_sel_t;
endpackage
package marmux;
typedef enum bit {
    pc_out = 1'b0
    ,alu_out = 1'b1
} marmux_sel_t;
endpackage
package cmpmux;
typedef enum bit {
    rs2_out = 1'b0
    ,i_imm = 1'b1
} cmpmux_sel_t;
endpackage
package alumux;
typedef enum bit {
    rs1_out = 1'b0
    ,pc_out = 1'b1
} alumux1_sel_t;
typedef enum bit [2:0] {
    i_imm    = 3'b000
    ,u_imm   = 3'b001
    ,b_imm   = 3'b010
    ,s_imm   = 3'b011
    ,j_imm   = 3'b100
    ,rs2_out = 3'b101
} alumux2_sel_t;
endpackage
package regfilemux;
typedef enum bit [3:0] {
    alu_out   = 4'b0000
    ,br_en    = 4'b0001
    ,u_imm    = 4'b0010
    ,lw       = 4'b0011
    ,pc_plus4 = 4'b0100
    ,lb        = 4'b0101
    ,lbu       = 4'b0110   
    ,lh        = 4'b0111
    ,lhu       = 4'b1000   
} regfilemux_sel_t;
endpackage
interface rvfi_itf(input clk, input rst);
    logic [3:0] halt;
    logic [3:0] commit;
    logic [255:0] order;
    logic [127:0] inst;
    logic [3:0] trap;
    logic [19:0] rs1_addr;
    logic [19:0] rs2_addr;
    logic [127:0] rs1_rdata;
    logic [127:0] rs2_rdata;
    logic [19:0] rd_addr;
    logic [127:0] rd_wdata;
    logic [127:0] pc_rdata;
    logic [127:0] pc_wdata;
    logic [127:0] mem_addr;
    logic [15:0] mem_rmask;
    logic [15:0] mem_wmask;
    logic [127:0] mem_rdata;
    logic [127:0] mem_wdata;
    logic [15:0] errcode;
endinterface
module cache_control (
  input clk,
  input  logic mem_read,
	input  logic mem_write,
	output logic mem_resp,
  input  logic pmem_resp,
	output logic pmem_read,
	output logic pmem_write,
  output logic tag_load,
  output logic valid_load,
  output logic dirty_load,
  output logic dirty_in,
  input logic dirty_out,
  input logic hit,
  output logic [1:0] writing
);
enum int unsigned
{
  check_hit,
	read_mem
} state, next_state;
always_comb begin : state_actions
  tag_load = 1'b0;
  valid_load = 1'b0;
  dirty_load = 1'b0;
  dirty_in = 1'b0;
  writing = 2'b11;
	mem_resp = 1'b0;
	pmem_write = 1'b0;
	pmem_read = 1'b0;
	case(state)
    check_hit: begin
      if (mem_read || mem_write) begin
        if (hit) begin
          mem_resp = 1'b1;
          if (mem_write) begin
            dirty_load = 1'b1;
            dirty_in = 1'b1;
            writing = 2'b01;
          end
        end else begin
          if (dirty_out)
            pmem_write = 1'b1;
        end
      end
    end
    read_mem: begin
      pmem_read = 1'b1;
      writing = 2'b00;
      if (pmem_resp) begin
        tag_load = 1'b1;
        valid_load = 1'b1;
      end
        dirty_load = 1'b1;
        dirty_in = 1'b0;
    end
	endcase
end
always_comb begin : next_state_logic
	next_state = state;
	case(state)
    check_hit: begin
      if ((mem_read || mem_write) && !hit) begin
        if (dirty_out) begin
          if (pmem_resp)
            next_state = read_mem;
        end else begin
          next_state = read_mem;
		  end
      end
    end
    read_mem: begin
      if (pmem_resp)
        next_state = check_hit;
    end
	endcase
end
always_ff @(posedge clk) begin: next_state_assignment
	 state <= next_state;
end
endmodule : cache_control
==> ./run.sh <==
#!/bin/bash
# OpenROAD 26Q1-2900-gdf79404cd8, Yosys 0.63+post, stock flow scripts
make -C /OpenROAD-flow-scripts/flow DESIGN_CONFIG=/design/flow/config.mk WORK_HOME=/design/flow/orfs finish
==> ./config.mk <==
export PLATFORM = sky130hd
export DESIGN_NAME = cache_control
export DESIGN_NICKNAME = cache_control
export VERILOG_FILES = /design/flow/design.v
export SDC_FILE = /design/flow/constraint.sdc
export NUM_CORES = 4
export LEC_CHECK = 1
export CORE_AREA = 10 10 70 70
export DIE_AREA = 0 0 80 80
==> ./constraint.sdc <==
current_design cache_control

set clk_period 1.7
set clk_io_pct 0.2

create_clock -name clk0 -period $clk_period [get_ports {clk}]

set non_clock_inputs [all_inputs -no_clocks]
set_input_delay [expr $clk_period * $clk_io_pct] -clock clk0 $non_clock_inputs
set_output_delay [expr $clk_period * $clk_io_pct] -clock clk0 [all_outputs]
==> tab_implementation.tex <==
% Synthesis and place-and-route results
\begin{tabular}{lr}
\hline
Metric & Value \\
\hline
\multicolumn{2}{l}{\textbf{Detailed routing}} \\
\quad Drt first-iter violations & 4 \\
\quad Count of TritonRoute iterations in the first routing pass & 2 \\
\quad Diode insertion count for antenna repair & 0 \\
\quad Total length of routed wires & 655 µm \\
\quad DRC violations left & 0 \\
\quad Vias per Instance & 2.39 \\
\quad Drt wl/cell & 7.99 µm \\
\quad Number of nets with antenna violations after routing & 0 \\
\quad Vias post-DR & 196 \\
\multicolumn{2}{l}{\textbf{Timing}} \\
\quad Final setup violation count & 0 \\
\quad Max Clock Skew & 1.88 ps \\
\quad Max-slew violation count & 0 \\
\quad Worst-Margin Slew & 141 ps \\
\quad Clock period minus final worst setup slack & 1630 ps \\
\quad Slew headroom & 0.906 \\
\quad Post-Route Hold Slack & 548 ps \\
\quad Period utilisation layout & 0.958 \\
\quad RSZ-0062 raised after global routing & false \\
\quad Upper clock frequency limit & 614 MHz \\
\quad Smallest setup slack after layout & 70.8 ps \\
\quad Number of hold violations in the final report & 0 \\
\multicolumn{2}{l}{\textbf{Setup path}} \\
\quad Critical path's slowest cell & sky130\_fd\_sc\_hd\_\_clkdlybuf4s50\_1 \\
\quad Startpoint Class & flip-flop \\
\quad Crit path DAT & 1290 ps \\
\quad Critical path type & flip-flop to primary output \\
\quad Category of the worst setup path capture point & primary output \\
\quad Req. time, crit path & 1360 ps \\
\quad Cells traversed along the worst timing path & and3\_4, nor2b\_4, clkdlybuf4s50\_1 \\
\quad Peak per-stage delay on the critical path & 460 ps \\
\quad Crit Path Max Fanout & 6 \\
\multicolumn{2}{l}{\textbf{Power and ir drop}} \\
\quad Lkg Pwr & 0.195 nW \\
\quad Total Power & 0.000172 W \\
\quad Power density relative to cell area & 437 nW/µm² \\
\quad Worst vdd ir & 0.149 mV \\
\multicolumn{2}{l}{\textbf{Clock network}} \\
\quad Clock tree from TritonCTS & yes \\
\quad Number of buffers added by the clock tree synthesis step & 3 \\
\quad H-tree depth & 1 \\
\quad Maximum root-to-sink buffer count & 2 \\
\quad Insertion delay to the later sink of the worst-skew pair & 220 ps \\
\quad Hold buffer count at CTS & 0 \\
\quad Cell chosen for the clock root & sky130\_fd\_sc\_hd\_\_clkbuf\_4 \\
\quad Clock Sinks & 2 \\
\quad CTS clock-pin slew for the worst setup and hold paths & 30 ps \\
\multicolumn{2}{l}{\textbf{Floorplanning}} \\
\quad I/O pin count & 15 \\
\quad Die Area & 6400 µm² \\
\quad Init Core Util & 0.0403 \\
\quad Number of rows in the core area & 21 \\
\quad Height of the die & 80 µm \\
\quad Chip width & 80 µm \\
\quad Core box area & 3420 µm² \\
\multicolumn{2}{l}{\textbf{Yosys}} \\
\quad Mapped Area & 138 µm² \\
\quad Fraction of synthesized cell area taken by the top area cell type & 0.291 \\
\quad Synthesized area divided by synthesized cell count & 8.10 µm² \\
\quad Distinct cell type count after synthesis & 13 \\
\quad Cell count in the Yosys report & 17 \\
\quad Total of warnings raised by yosys & 1 \\
\quad Cell type with the largest total area after synthesis & sky130\_fd\_sc\_hd\_\_dfxtp\_1 \\
\quad Yosys-reported design area after synthesis & 138 µm² \\
\quad Top post-synthesis cells by area & sky130\_fd\_sc\_hd\_\_dfxtp\_1 (29\%), sky130\_fd\_sc\_hd\_\_and3\_1 (9.1\%), sky130\_fd\_sc\_hd\_\_nand2b\_1 (9.1\%) \\
\quad Number of cells produced by synthesis & 17 \\
\quad Sequential share of the synthesized area & 0.291 \\
\quad Total of flip-flops plus latches after synthesis & 2 \\
\multicolumn{2}{l}{\textbf{Run}} \\
\quad Stage-log warning count & 25 \\
\quad Max-capacitance violation count & 0 \\
\multicolumn{2}{l}{\textbf{Final layout}} \\
\quad Synth-to-layout area growth & 185\% \\
\quad Largest registers ranked by flip-flop count & state x2 \\
\quad Register bank with the most flops & state \\
\quad Flip-flop count of the largest register after layout & 2 \\
\quad Share of cells above drive strength 1 & 0.389 \\
\quad Share of the core filled with cells in the final layout & 0.115 \\
\multicolumn{2}{l}{\textbf{Place}} \\
\quad Placer's final routability congestion estimate & 0.793 \\
\quad Pre-CTS worst setup slack & -314 ps \\
\quad Count of input and output buffers & 14 \\
\multicolumn{2}{l}{\textbf{Global route}} \\
\quad Top Usage Layer GRT & met2 \\
\quad GRT overflow & 0 \\
\quad Global-route wire length before repair & 1.10 mm \\
\quad Met3 GRT Util & 0.0227 \\
\quad Maximum number of pins on one net before global-route repair & 7 \\
\quad Met2 track demand over resource in global routing & 0.0289 \\
\quad Total GRT Usage & 0.0215 \\
\quad Initial antenna violation count & 0 \\
\quad Grt met1 use & 0.0232 \\
\quad Via count of the first global-routing pass & 219 \\
\multicolumn{2}{l}{\textbf{Hold path}} \\
\quad Min-Delay Path Class & flip-flop to flip-flop \\
\multicolumn{2}{l}{\textbf{Status}} \\
\quad Run status & completed \\
\hline
\end{tabular}
-- cell usage after synthesis (all sizes together) --
cell type / n
nand2: 1
dfxtp: 2
nor2b: 1
or2: 1
a21oi: 1
nand2b: 2
buf: 1
o21ba: 1
o211a: 1
and3: 2
a31oi: 1
a32o: 1
inv: 2
-- power breakdown --
part           switching, W  leakage (nW)  internal (W)
clock             0.0000275        0.0138     0.0000779
combinational    0.00000766         0.164     0.0000131
sequential                0        0.0174     0.0000457
-- kinds of logic (layout without fill, tap and decap cells) --
kind of cell,after synthesis,after routing,synth area share
buf+inv,3,22,0.109
flops,2,2,0.291
compound gates,5,5,0.300
simple gates,7,7,0.300
-- per-layer routing --
layer	vias to the layer above	share of wire	wire, µm
li1	99	-	-
met1	83	0.41	267
met2	14	0.36	239
met3	0	0.23	148
met4	0	0	0
met5	-	0	0
-- path summary, 6_finish.rpt --
path | start | endpoint | slack [ps] | cells past startpoint
min reg2reg | state[0] | state[1] | 550 | 1
max reg2reg | state[1] | state[0] | 890 | 3
max | state[0] | writing[1] | 70 | 3
min | state[0] | state[1] | 550 | 1
-- critical path, delay by kind of cell, from the launching register on --
family        cells  cell delay (ps)
buf+inv           1              460
simple gates      2              250
flops             1              350
-- per-stage QoR --
step	TNS (ps)	area, µm²	std cells
floorplan	0	138	17
global placement	-1140	343	78
detailed placement	-1260	343	78
CTS	0	382	82
global route	0	393	82
finish	0	393	82
-- cell usage in the layout (no fill, tap or decap), drive strengths merged --
master / instances
dfxtp: 2
o211a: 1
buf: 3
o21ba: 1
inv: 2
clkbuf: 5
a32o: 1
dlymetal6s2s: 1
nand2b: 2
a21oi: 1
dlygate4sd2: 3
a31oi: 1
and3: 2
nor2b: 1
or2: 1
clkdlybuf4s50: 8
nand2: 1
-- area by class of cell --
| cell class | instances | area, µm² |
|---|---|---|
| multi-input cells | 12 | 109 |
| well taps | 46 | 57.6 |
| inverters | 2 | 7.51 |
| flip-flops and latches | 2 | 45.0 |
| clock buffers | 3 | 22.5 |
| fillers | 400 | 3020 |
| repair buffers | 17 | 151 |
-- timing repair --
action,in CTS,in global routing
endpoints found under the setup margin,7,4
setup buffers,1,0
resized,10,7
pin swaps,0,0
Power is estimated from default activity; no workload was simulated.
