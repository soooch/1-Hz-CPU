[./config.mk]
export PLATFORM = sky130hd
export DESIGN_NAME = cacheline_adaptor
export DESIGN_NICKNAME = cacheline_adaptor
export VERILOG_FILES = /design/flow/design.v
export SDC_FILE = /design/flow/constraint.sdc
export NUM_CORES = 4
export LEC_CHECK = 1
export CORE_UTILIZATION = 30
[./constraint.sdc]
current_design cacheline_adaptor

set clk_period 19.6
set clk_io_pct 0.2

create_clock -name clk0 -period $clk_period [get_ports {clk}]

set non_clock_inputs [all_inputs -no_clocks]
set_input_delay [expr $clk_period * $clk_io_pct] -clock clk0 $non_clock_inputs
set_output_delay [expr $clk_period * $clk_io_pct] -clock clk0 [all_outputs]
[./design.v]
package pcmux;
typedef enum bit [1:0] {
    pc_plus4  = 2'b00
    ,alu_out  = 2'b01
    ,alu_mod2 = 2'b10
} pcmux_sel_t;
endpackage
package marmux;
typedef enum bit {
    pc_out = 1'b0
    ,alu_out = 1'b1
} marmux_sel_t;
endpackage
package cmpmux;
typedef enum bit {
    rs2_out = 1'b0
    ,i_imm = 1'b1
} cmpmux_sel_t;
endpackage
package alumux;
typedef enum bit {
    rs1_out = 1'b0
    ,pc_out = 1'b1
} alumux1_sel_t;
typedef enum bit [2:0] {
    i_imm    = 3'b000
    ,u_imm   = 3'b001
    ,b_imm   = 3'b010
    ,s_imm   = 3'b011
    ,j_imm   = 3'b100
    ,rs2_out = 3'b101
} alumux2_sel_t;
endpackage
package regfilemux;
typedef enum bit [3:0] {
    alu_out   = 4'b0000
    ,br_en    = 4'b0001
    ,u_imm    = 4'b0010
    ,lw       = 4'b0011
    ,pc_plus4 = 4'b0100
    ,lb        = 4'b0101
    ,lbu       = 4'b0110   
    ,lh        = 4'b0111
    ,lhu       = 4'b1000   
} regfilemux_sel_t;
endpackage
interface rvfi_itf(input clk, input rst);
    logic [3:0] halt;
    logic [3:0] commit;
    logic [255:0] order;
    logic [127:0] inst;
    logic [3:0] trap;
    logic [19:0] rs1_addr;
    logic [19:0] rs2_addr;
    logic [127:0] rs1_rdata;
    logic [127:0] rs2_rdata;
    logic [19:0] rd_addr;
    logic [127:0] rd_wdata;
    logic [127:0] pc_rdata;
    logic [127:0] pc_wdata;
    logic [127:0] mem_addr;
    logic [15:0] mem_rmask;
    logic [15:0] mem_wmask;
    logic [127:0] mem_rdata;
    logic [127:0] mem_wdata;
    logic [15:0] errcode;
endinterface
module cacheline_adaptor
(
    input clk,
    input reset_n,
    input logic [255:0] line_i,
    output logic [255:0] line_o,
    input logic [31:0] address_i,
    input read_i,
    input write_i,
    output logic resp_o,
    input logic [63:0] burst_i,
    output logic [63:0] burst_o,
    output logic [31:0] address_o,
    output logic read_o,
    output logic write_o,
    input resp_i
);
    logic [255:0] line_r;
    logic read_r;
    logic write_r;
    always_ff @(posedge clk) begin
        if (resp_o) begin
            read_r <= 1'b0;
            write_r <= 1'b0;
        end
        else begin
            line_r <= line_i;
            read_r <= read_i;
            write_r <= write_i;
        end
    end
    always_ff @(posedge clk) begin
        address_o <= address_i;
    end
    ca_ctrl ctrl (
        .clk,
        .reset_n,
        .read_i(read_r),
        .write_i(write_r),
        .resp_o,
        .read_o,
        .write_o,
        .resp_i
    );
    shiftin64x4 shi (
        .clk,
        .ld(resp_i & read_o),
        .din(burst_i),
        .dout(line_o)
    );
    shiftout64x4 sho (
        .clk,
        .ld(write_r & ~write_o),
        .rd(resp_i & write_o),
        .din(line_r),
        .dout(burst_o)
    );
endmodule : cacheline_adaptor
module shiftout64x4 (
    input                 clk,
    input   logic         ld,
    input   logic         rd,
    input   logic [255:0] din,
    output  logic [63:0]  dout
);
    localparam width = 64;
    localparam depth = 4;
    localparam size = width * depth;
    logic [size-1:0] data;
    assign dout = data[width-1:0];
    always_ff @(posedge clk) begin
        if (ld) data[size-1:size-width] <= din[size-1:size-width];
    end
    always_ff @(posedge clk) begin
        if (ld) data[size-width-1:0] <= din[size-width-1:0];
        else if (rd) data[size-width-1:0] <= data[size-1:width];
    end
endmodule : shiftout64x4
module shiftin64x4 (
    input                 clk,
    input   logic         ld,
    input   logic [63:0]  din,
    output  logic [255:0] dout
);
    localparam width = 64;
    localparam depth = 4;
    localparam size = width * depth;
    always_ff @(posedge clk) begin
        if (ld) dout <= {din, dout[size-1:width]};
    end
endmodule : shiftin64x4
module ca_ctrl (
    input clk,
    input reset_n,
    input read_i,
    input write_i,
    output logic resp_o,
    output logic read_o,
    output logic write_o,
    input resp_i
);
    enum int unsigned {
        no,
        r0,
        r1,
        r2,
        r3,
        w0,
        w1,
        w2,
        w3,
        ok
    } state, next_state;
    function void set_defaults();
        read_o = 1'b0;
        write_o = 1'b0;
        resp_o = 1'b0;
    endfunction
    always_comb
    begin : state_actions
        set_defaults();
        case (state)
            no : ;
            r0 : read_o = 1'b1;
            r1 : read_o = 1'b1;
            r2 : read_o = 1'b1;
            r3 : read_o = 1'b1;
            w0 : write_o = 1'b1;
            w1 : write_o = 1'b1;
            w2 : write_o = 1'b1;
            w3 : write_o = 1'b1;
            ok : resp_o = 1'b1;
        endcase
    end
    always_comb
    begin : next_state_logic
        next_state = no;
        case (state)
            no : begin
                     unique case ({read_i, write_i})
                         2'b10   : next_state = r0;
                         2'b01   : next_state = w0;
                         default : next_state = no;
                     endcase
                 end
            r0 : next_state = resp_i ? r1 : r0;
            r1 : next_state = r2;
            r2 : next_state = r3;
            r3 : next_state = ok;
            w0 : next_state = resp_i ? w1 : w0;
            w1 : next_state = w2;
            w2 : next_state = w3;
            w3 : next_state = ok;
            ok : next_state = no;
        endcase
    end
    always_ff @(posedge clk)
    begin: next_state_assignment
        if (~reset_n)
            state <= no;
        else
            state <= next_state;
    end
endmodule : ca_ctrl
module ca_ctrl_given (
    input clk,
    input reset_n,
    input read_i,
    input write_i,
    output logic resp_o,
    output logic read_o,
    output logic write_o,
    input resp_i
);
    typedef enum bit [2:0] {IDLE, WAITR, WAITW, R, W, DONE} macro_t;
    struct packed {
        macro_t macro;
        logic [1:0] count;
    } state;
    localparam logic [1:0] maxcount = 2'b11;
    assign read_o = ((state.macro == WAITR) || (state.macro == R));
    assign write_o = ((state.macro == WAITW) || (state.macro == W));
    assign resp_o = state.macro == DONE;
    enum bit [1:0] {READ_OP, WRITE_OP, NO_OP} op;
    assign op = read_i ? READ_OP : write_i ? WRITE_OP : NO_OP;
    always_ff @(posedge clk) begin
        if (~reset_n) begin
            state.macro <= IDLE;
        end
        else begin
            case (state.macro)
            IDLE: begin
                case (op)
                    NO_OP: ;
                    WRITE_OP: begin
                        state.macro <= WAITW;
                        state.count <= 2'b00;
                    end
                    READ_OP: begin
                        state.macro <= WAITR;
                    end
                endcase
            end
            WAITR: begin
                if (resp_i) begin
                    state.macro <= R;
                    state.count <= 2'b01;
                end
            end
            WAITW: begin
                if (resp_i) begin
                    state.macro <= W;
                    state.count <= 2'b01;
                end
            end
            R: begin
                if (state.count == maxcount) begin
                    state.macro <= DONE;
                end
                state.count <= state.count + 2'b01;
            end
            W: begin
                if (state.count == maxcount) begin
                    state.macro <= DONE;
                end
                state.count <= state.count + 2'b01;
            end
            DONE: begin
                state.macro <= IDLE;
            end
            endcase
        end
    end
endmodule : ca_ctrl_given
[./run.sh]
#!/bin/bash
# OpenROAD 26Q1-2900-gdf79404cd8, Yosys 0.63+post, stock flow scripts
make -C /OpenROAD-flow-scripts/flow DESIGN_CONFIG=/design/flow/config.mk WORK_HOME=/design/flow/orfs finish
==> flow_summary.json <==
{
  "hold_buffers": 0,
  "yosysWarnings": 4,
  "cts_buffer_depth": 3,
  "cts_sinks": 809,
  "synthTopCellsByArea": "edfxtp_1 83%, mux2_4 8.7%, dfxtp_1 3.0%",
  "vias": 12895,
  "regArea_um2": 23880,
  "async_flop_share_pct": 0,
  "vias_per_cell": 4.138,
  "die_w_um": 305.9,
  "syn_area_per_cell_um2": 24.48,
  "dp_hpwl_mm": 46.21,
  "wl_mm": 64.79,
  "synth_cell_types": 30,
  "critPathLaunch": "resp_i",
  "yosys_cells": 1132,
  "fin_area_um2": 38550,
  "top_area_cell": "edfxtp_1",
  "p_per_area_nw_per_um2": 128.5,
  "cts_tree": "yes",
  "hp-start": "line_r[217]$_DFFE_PN_",
  "final.min_clock_period_ns": 6.139,
  "mi_logic_area_um2": 3062,
  "grtUsageTotal_pct": 14.42,
  "ys_ff": 809,
  "finalSetupTns_ns": 0,
  "htreeDepth": 3,
  "post_cts_buffers": 0,
  "core-area_um2": 91520,
  "worstPathCellList": "clkdlybuf4s50_1 -> a21o_4 -> buf_4 -> buf_4",
  "slowest_delay_ns": 0.67,
  "initCoreUtil_pct": 30.28,
  "max-slew-margin-rel_pct": 43.78,
  "clock.fmax_mhz": 162.9,
  "hold_class": "reg2reg",
  "portBuffers": 711,
  "num-fill-cells": 7893,
  "grt_pass1_vias": 13483,
  "rsz0062_at_grt": "false",
  "critPathBufInv": 3,
  "worst_setup_path_start_kind": "input port",
  "drv_slew": 0,
  "fin_cells": 3116,
  "grt_remaining_overflow": 0,
  "crit_fanout": 54,
  "irDropWorstVdd_mv": 0.08657,
  "netlist_area_um2": 27710,
  "synth_seq_share_pct": 86.19,
  "finalCritPeriodShare_pct": 31.32,
  "finalHoldViolCount": 0,
  "tightest_slew_ns": 0.8433,
  "cp_data_required_time_ns": 19.88,
  "drt_iter0_drc": 745,
  "routedWlPerCell_um": 20.79,
  "post-synth-top-count-cell": "edfxtp_1",
  "grt_start_max_net_pins": 138,
  "drc": 0,
  "p_leak_nw": 13.67,
  "crit_top_cell": "buf_4",
  "tool_warnings": 29,
  "edf_count": 768,
  "setup_viol": 0,
  "place.gp.congestion": 0.8960,
  "fin_worst_skew_ns": 0.02490,
  "final_antenna_net_count": 0,
  "yosys_area_um2": 27710,
  "total_power_mw": 4.953,
  "drive_gt1_share_pct": 17.70,
  "synthFlopType": "edfxtp_1",
  "crit_family": "buffers and inverters",
  "drt_first_pass_iters": 4,
  "outcome": "finished, final reports clean",
  "worst-setup-path-type": "in2reg",
  "die_h_um": 305.9,
  "cts_buffers": 87,
  "common_cells": "768 x edfxtp_1, 160 x mux2_4, 64 x buf_4",
  "grt_first_pass_wirelength_mm": 91.28,
  "cap_violations": 0,
  "dp.cells": 2955,
  "area_growth_pct": 39.14,
  "antenna_found_initial": 20,
  "cp-end-kind": "register",
  "fp-row-count": 111,
  "cts.clk_slew.worst_paths_ns": 0.06,
  "die-area_um2": 93580,
  "place_area_um2": 35700,
  "cp_slowest_cell": "buf_4",
  "cts_root_buf": "clkbuf_16",
  "netlist_instances": 1132,
  "clkLatencyLatePin_ns": 0.66,
  "ioPinCount": 712,
  "r2r-start": "write_r$_SDFF_PP0_",
  "cp.arrival_ns": 6.42,
  "postCtsResizedCells": 0,
  "top_area_share_pct": 83.23
}
-- cells by family after synthesis --
kind of cell	count (synthesis)	share of synthesized area (%)
DFF	809	86.19
muxes	194	10.05
buffers and inverters	94	2.822
and+or+nand+nor	19	0.4199
AOI/OAI and AO/OA	11	0.3161
adders and majority gates	3	0.1355
xor gates and xnor gates	2	0.06323
-- metal layers --
metal | share of wire, % | global-route usage, % | vias to the layer above
li1 | - | - | 5878
met1 | 36 | 18.43 | 6271
met2 | 49 | 22.38 | 581
met3 | 12 | 7.274 | 135
met4 | 3.4 | 4.137 | 30
met5 | 0.27 | 0 | -
-- state kept, by name, summed over array words and instances (netlist names) --
register and count:
sho.data 256, read_o 1, ctrl.state 4, read_r 1
write_r 1, resp_o 1, line_r 256, address_o 32
shi.dout 256, write_o 1
-- stage by stage --
stage / utilization, % / hold WS, ns / setup WS [ns]
after floorplan: - / 0.4003 / 9.246
after global placement: 39.01 / 0.4011 / 12.76
after detailed placement: 39.01 / 0.4045 / 12.71
after CTS: 42.12 / 0.4119 / 13.43
after global routing: 42.12 / 0.4204 / 13.30
final: 42.12 / 0.4151 / 13.46
-- final timing paths --
| kind | endpoint | slack (ns) | cells after the start |
|---|---|---|---|
| hold / removal | sho.data[217]$_DFFE_PP_ | 0.42 | 0 |
| setup / recovery | sho.data[24]$_DFFE_PP_ | 13.46 | 4 |
| setup reg to reg | sho.data[191]$_DFFE_PP_ | 15.35 | 6 |
| hold reg to reg | sho.data[217]$_DFFE_PP_ | 0.42 | 0 |
-- layout by cell type (no fill, tap or decap), drive strengths merged, types with 6 or more instances in the layout --
cell / instances
buf: 16
edfxtp: 768
dfxtp: 41
clkinvlp: 6
clkdlybuf4s50: 711
inv: 10
clkinv: 34
mux2: 194
clkbuf: 105
bufinv: 7
-- worst reg2reg max path: stages (launching register included) --
cell and delay [ns]:
dfxtp_1 0.34, nor2b_4 0.64, buf_4 0.68, buf_4 0.77, buf_4 0.64, buf_4 0.55, mux2_2 0.39
-- area by class of cell --
type / instances / share of cell area (%)
inverters: 4 / 0.05842
diodes: 3 / 0.01947
flip-flops and latches: 809 / 61.95
well taps: 1186 / 3.849
clock buffers: 105 / 5.929
repair buffers: 727 / 18.80
clock inverters: 53 / 1.451
multi-input cells: 229 / 7.941
-- power by group --
group / total [mW] / switching [mW] / leakage (nW) / internal [mW]
sequential: 2.52 / 0.131 / 7.89 / 2.39
combinational: 0.823 / 0.330 / 4.41 / 0.493
clock: 1.61 / 0.678 / 1.37 / 0.933
total: 4.95 / 1.14 / 13.7 / 3.81
Power figures rest on the tool's default switching activity, not on a simulated workload.
